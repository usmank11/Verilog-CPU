==> design.v <==
module twosCompliment(in, result);
    input[7:0] in;
    output [7:0] result;
    reg result;
    always@(*) begin
        result = ~in + 1;
    end
endmodule
==> run.sh <==
#!/bin/bash
# OpenROAD 26Q1-2900-gdf79404cd8, Yosys 0.63+post, stock flow scripts
make -C /OpenROAD-flow-scripts/flow DESIGN_CONFIG=/design/flow/config.mk WORK_HOME=/design/flow/orfs finish
==> config.mk <==
export PLATFORM = sky130hd
export DESIGN_NAME = twosCompliment
export DESIGN_NICKNAME = twosCompliment
export VERILOG_FILES = /design/flow/design.v
export SDC_FILE = /design/flow/constraint.sdc
export NUM_CORES = 4
export LEC_CHECK = 1
export CORE_AREA = 10 10 70 70
export DIE_AREA = 0 0 80 80
==> constraint.sdc <==
current_design twosCompliment

set clk_period 1.9
set clk_io_pct 0.2

create_clock -name clk0 -period $clk_period

set non_clock_inputs [all_inputs -no_clocks]
set_input_delay [expr $clk_period * $clk_io_pct] -clock clk0 $non_clock_inputs
set_output_delay [expr $clk_period * $clk_io_pct] -clock clk0 [all_outputs]
==> reports/metrics.yaml <==
utilization: 0.114
layout.cells.most_common_list: "sky130_fd_sc_hd__dlygate4sd2_1 (6), sky130_fd_sc_hd__buf_4 (5), sky130_fd_sc_hd__xnor2_1 (4), sky130_fd_sc_hd__buf_2 (3), sky130_fd_sc_hd__clkdlybuf4s50_1 (3)"
yosys_area_um2: 138
vdd_ir_drop_max_v: 0.0000204
layout.clock_buffers: 0
post_detailed_route_count_of_antenna_violating_nets: 0
leakage_uw: 0.000161
path_buffers: 2
postLayoutSetupSlackWorst_ns: 0.0354
critical_path.slowest_cell: "sky130_fd_sc_hd__or4_4"
vias: 193
worstPathCellList: "buf_6 -> or4_4 -> nor2_4 -> xnor2_1 -> dlygate4sd2_1"
crit_path_max_fanout: 2
final_cell_count_no_fill: 84
status: "completed"
worst_path_dominant_cell_family: "simple AND/OR/NAND/NOR gates"
ys_seq_share: 0
postCtsHoldBufs: 0
largest_area_cell: "sky130_fd_sc_hd__xnor2_1"
area_growth_syn_to_layout_pct: 184
floorplan.io_pins: 16
final_layout_size_suffix_gt1_frac: 0.368
final_setup_fails: 0
worst-slew-pin-transition_ns: 0.281
synth.area.top_cells: "sky130_fd_sc_hd__xnor2_1 (25%), sky130_fd_sc_hd__nor4_4 (15%), sky130_fd_sc_hd__xor2_1 (13%)"
wire_length_of_the_first_global_routing_pass_um: 959
final_cell_area_um2: 390
top_area_frac: 0.255
area_of_all_sequential_standard_cells_um2: 0
max_stage_delay_ns: 0.56
wl_per_cell_um: 7.51
share_of_the_clock_period_used_by_the_worst_path: 0.981
synth_stat.cells: 18
rsz0062_at_grt: "yes"
coreArea_um2: 3420
warning_count: 34
critical_path.startpoint_type: "input port"
grt_max_degree: 5
crit_path_end_kind: "output pin"
postCtsSetupRepairBufs: 0
place.gp.congestion: 0.741
floorplan.core_util: 0.0403
route.detailed.vias_per_inst: 2.30
max_slew_margin: 0.812
critical_path_class: "in -> out"
place.detailed.instances: 84
post_synth_inst_count: 18
antenna_cells_inserted: 0
sequential_cell_total: 0
drt_pass1_iterations: 2
drtIter0Drc: 2
fillers: 399
arrival_time_of_data_at_the_critical_path_endpoint_ns: 1.48
netlist_area_um2: 138
fin_hold_ws_ns: 1.11
globalRouteOverflowTotal: 0
mostFrequentLayoutCell: "sky130_fd_sc_hd__dlygate4sd2_1"
fmax_ghz: 0.536
drv_slew: 0
cap_viol_max_count: 0
period_needed_ns: 1.86
dp_worst_setup_slack_ns: -0.639
min-delay-path-class: "in -> out"
antenna_violations_before_repair: 0
die_h_um: 80
place.port_buffers: 16
die_w_um: 80
core.rowCount: 21
power.density_cell_area_nw_per_um2: 163
drt_wl_total_um: 631
first_global_vias: 218
chip_area_um2: 6400
timing_hold_violations_final: 0
grt_usage: 0.0182
synth_cell_type_count: 11
synth-warning-count: 1
dpl_cell_area_um2: 385
drc_errors: 0
synth_area_per_cell_um2: 7.65
worst_ep_required_time_ns: 1.52
per-layer routing:
| layer | track usage | wire, µm | share of wire | vias to the layer above |
|---|---|---|---|---|
| met2 | 0.0249 | 199 | 0.32 | 14 |
| li1 | - | - | - | 100 |
| met1 | 0.0244 | 289 | 0.46 | 79 |
| met5 | 0 | 0 | 0 | - |
| met3 | 0.0125 | 142 | 0.23 | 0 |
| met4 | 0 | 0 | 0 | 0 |
cells by family (layout without fill, tap and decap cells):
group | after synthesis | count (layout) | share of synthesized area
adder cells (fa/ha/maj) | 1 | 1 | 0.0909
AND/OR/NAND/NOR | 8 | 8 | 0.418
buffers and inverters | 3 | 23 | 0.109
XOR/XNOR | 6 | 6 | 0.382
per-stage QoR:
step                      total power (µW)  TNS [ns]
final                                 63.5         0
after global routing                  71.3  -0.00308
after CTS                             64.4   -0.0555
after detailed placement              72.1     -3.20
after global placement                71.7     -3.12
after floorplan                       13.1         0
report_power, final:
group,internal [µW],leakage (µW),switching (µW),total (µW)
clock,0,0,0,0
combinational,40.7,0.000161,22.8,63.5
sequential,0,0,0,0
total,40.7,0.000161,22.8,63.5
final timing paths:
| kind | cells past startpoint | slack (ns) | end | from |
|---|---|---|---|---|
| max | 5 | 0.04 | result[5] | in[3] |
| min | 4 | 1.11 | result[3] | in[3] |
synthesized netlist by cell type:
master,count
sky130_fd_sc_hd__xnor2_1,4
sky130_fd_sc_hd__nor3_1,1
sky130_fd_sc_hd__nor4_4,1
sky130_fd_sc_hd__nor2_1,3
sky130_fd_sc_hd__inv_1,2
sky130_fd_sc_hd__or4_4,1
sky130_fd_sc_hd__ha_1,1
sky130_fd_sc_hd__nand2_1,1
sky130_fd_sc_hd__buf_4,1
sky130_fd_sc_hd__xor2_1,2
sky130_fd_sc_hd__nand3_1,1
timing repair:
item,4_1_cts,5_1_grt
pin swaps,5,2
endpoints found under the hold margin,0,0
resized,28,3
setup endpoints to repair,7,3
final cells by class:
| cell class | instances | area (µm²) | area share |
|---|---|---|---|
| inverters | 2 | 7.51 | 0.0192 |
| multi-input cells | 15 | 144 | 0.369 |
| well taps | 46 | 57.6 | 0.147 |
| repair buffers | 21 | 181 | 0.465 |
Power and IR drop assume default switching activity.
